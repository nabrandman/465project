==> design/flow/design.v <==
module adder ( input    a,       
               input    b,       
               input    cin,     
               output   s,       
               output   cout);   
    xor(x, a,b);     
    and(y, x,cin);  
    and(z, a,b);
    xor(s, x,cin);
    or(cout, y,z);
endmodule
module fulladder32 (input [31:0]a, input [31:0]b, input cin, output [31:0]s, output cout);
wire [30:0]carry;
    genvar i;
    adder u0 (.a (a[0]), .b (b[0]), .cin (cin), .s (s[0]), .cout (carry[0]));  
    generate
        for (i = 1; i < 31; i = i + 1) begin: generate_adder     
            adder u1 (.a (a[i]), .b (b[i]), .cin (carry[i-1]), .s (s[i]), .cout (carry[i]));
        end
    endgenerate
    adder u2 (.a (a[31]), .b (b[31]), .cin (carry[30]), .s (s[31]), .cout (cout));
endmodule
==> design/flow/run.sh <==
#!/bin/bash
# OpenROAD 26Q1-2900-gdf79404cd8, Yosys 0.63+post, stock flow scripts
make -C /OpenROAD-flow-scripts/flow DESIGN_CONFIG=/design/flow/config.mk WORK_HOME=/design/flow/orfs finish
==> design/flow/config.mk <==
export PLATFORM = sky130hd
export DESIGN_NAME = fulladder32
export DESIGN_NICKNAME = fulladder32
export VERILOG_FILES = /design/flow/design.v
export SDC_FILE = /design/flow/constraint.sdc
export NUM_CORES = 4
export LEC_CHECK = 1
export CORE_AREA = 10 10 92 92
export DIE_AREA = 0 0 102 102
==> design/flow/constraint.sdc <==
current_design fulladder32

set clk_period 31.2
set clk_io_pct 0.2

create_clock -name clk0 -period $clk_period

set non_clock_inputs [all_inputs -no_clocks]
set_input_delay [expr $clk_period * $clk_io_pct] -clock clk0 $non_clock_inputs
set_output_delay [expr $clk_period * $clk_io_pct] -clock clk0 [all_outputs]
==> results_dict.tcl <==
# metrics dict for downstream scripts
set metrics [dict create \
    rsz0062_at_grt "false" \
    cts_setup_buffers 0 \
    crit_path_top_delay_cell "clkdlybuf4s50_1" \
    yosys.area.top_type "fa_1" \
    grt_use_total_pct 5.28 \
    power.total_uw 33.5 \
    first_pass_iters 2 \
    arrival_ps 19900 \
    hold_viol 0 \
    yosys-top-cells-area "fa_1, buf_4, inv_1" \
    grt_pass1_wl_mm 4.37 \
    area_growth_pct 93.0 \
    yosysSeqAreaShare_pct 0 \
    ant_nets 0 \
    syn_area_um2 900 \
    synthDistinctLibCells 3 \
    die_y_um 102 \
    worstMarginPinSlew_ps 121 \
    p_leak_nw 0.644 \
    drv_slew 0 \
    slew_headroom_pct 91.9 \
    num_rows 29 \
    drtIter0Drc 1 \
    design.seq.count 0 \
    pwr_density_cell_nw_per_um2 19.3 \
    dp.cells 212 \
    clkbuf_count 0 \
    status "finished clean" \
    fin_cells 212 \
    drt-vias-per-instance 3.36 \
    fmax_mhz 38.3 \
    holdPathEnd "s[31]" \
    cts_hold_buf 0 \
    syn_area_per_cell_um2 13.0 \
    grt_max_degree 2 \
    n_antenna_cell 0 \
    io-pin-count 98 \
    globalplace.congestion 0.808 \
    yosysChipArea_um2 900 \
    hold_slack_ps 13530 \
    path_common_cell "fa_1" \
    warnings 32 \
    cpPeakStageDelay_ps 460 \
    hpwl_mm 2.90 \
    wl_met1_mm 1.04 \
    route.met2.wl_um 956 \
    critPathLaunchType "primary input" \
    via_count 713 \
    drive_above_1_share_pct 0 \
    routed.top_layer "met3" \
    grt_pass1_vias 886 \
    port_buffers 98 \
    design.core.area_um2 6460 \
    met3WireLength_um 895 \
    critPathMaxFanout 1 \
    required_ps 24960 \
    post_dp_cell_area_um2 1740 \
    cts_resized 0 \
    grt_overflow 0 \
    period_used_pct 83.8 \
    drc 0 \
    die-width_um 102 \
    fin_util_pct 26.9 \
    hold_path_depth 5 \
    hp-start "b[31]" \
    peakVddDrop_mv 0.00626 \
    hold_path.class "primary input to output pin" \
    fin_tns_setup_ps 0 \
    initial_core_util_pct 13.9 \
    fp.dieArea_um2 10400 \
    endpoint_kind "output pin" \
    ys_warn_count 3 \
    routedWlPerCell_um 13.7 \
    setup_viol 0 \
    antenna_found_initial 0 \
    seq_area_um2 0 \
    synth_cells 69 \
    maxCapViolCount 0 \
    crit_type "primary input to output pin" \
    yosysTopAreaCellShare_pct 71.2 \
    place_ws_ps 4930 \
    yosysCellCount 69 \
    design_area_um2 1740 \
    fill_cells 676 \
    common_cells "buf_4, fa_1, inv_1" \
    finalWorstSetupSlack_ps 5060 \
    wl_mm 2.90 \
    fin_crit_ps 26140 \
]
[worst max path at each step]
stage	startpoint	endpoint	slack [ps]	cells past startpoint
global route	a[0]	s[31]	4530	36
finish	a[0]	s[31]	5060	36
CTS	a[0]	s[31]	4920	36
[layout by cell type, fill, tap and decap left out]
master,synthesis,routed
clkdlybuf4s50_1,0,98
fa_1,32,32
inv_1,5,5
[metal layers]
metal  global-route usage [%]  vias to the layer above
met5                        0                        -
met4                        0                        0
met3                     5.39                        0
met2                     7.26                       89
met1                     6.07                      322
li1                         -                      302
[report_power, final]
| part | internal (mW) | switching [mW] | total, mW |
|---|---|---|---|
| clock network | 0 | 0 | 0 |
| logic | 0.0252 | 0.00832 | 0.0335 |
| registers | 0 | 0 | 0 |
[area by class of cell]
| cell class | count | area (um^2) | area share [%] |
|---|---|---|---|
| repair buffers | 98 | 981 | 56.5 |
| multi-input cells | 32 | 641 | 36.9 |
| well taps | 77 | 96.3 | 5.55 |
| inverters | 5 | 18.8 | 1.08 |
[cell families (layout without fill, tap and decap cells)]
| logic type | count (synthesis) | after routing | synth area share (%) |
|---|---|---|---|
| buffers and inverters | 37 | 103 | 28.8 |
| adder cells (fa/ha/maj) | 32 | 32 | 71.2 |
[worst max-delay path, delay by kind of cell]
kind	cells	cell delay [ps]
adders and majority gates	32	12600
buffers and inverters	4	1020
