==> flow/design.v <==
module mux (input [31:0]a, input [31:0]b, input ctrl, output [31:0]out);
    assign out = ctrl ? a : b;   
endmodule
module rightshiftb (input [31:0]a, input [4:0]b, input aorl, output [31:0]out);
wire [31:0]out1;
wire [31:0]out2;
wire [31:0]out4;
wire [31:0]out8;
wire [31:0]out16;
wire [31:0]out1m;
wire [31:0]out2m;
wire [31:0]out4m;
wire [31:0]out8m;
wire [4:0]shift;
genvar i;
for (i = 0; i < 5; i = i + 1) begin
    assign shift[i] = b[i] ^ aorl;
end
rightshiftn u1 ( .a (a), .aorl (aorl), .out (out1));
mux m1 (.b (a), .a (out1), .ctrl (shift[0]), .out(out1m));
rightshiftn #(2) u2 ( .a (out1m), .aorl (aorl), .out (out2));
mux m2 (.b (out1m), .a (out2), .ctrl (shift[1]), .out(out2m));
rightshiftn #(4) u4 ( .a (out2m), .aorl (aorl), .out (out4));
mux m4 (.b (out2m), .a (out4), .ctrl (shift[2]), .out(out4m));
rightshiftn #(8) u8 ( .a (out4m), .aorl (aorl), .out (out8));
mux m8 (.b (out4m), .a (out8), .ctrl (shift[3]), .out(out8m));
rightshiftn #(16) u16 ( .a (out8m), .aorl (aorl), .out (out16));
mux m16 (.b (out8m), .a (out16), .ctrl (shift[4]), .out(out));
endmodule
module rightshiftn (input [31:0]a, input aorl, output [31:0]out);
parameter n = 1;
genvar i;
genvar j;
    for (i = 0; i + n < 32; i = i + 1) begin
        assign out[i] = a[i+n];
        for (j = 0; j < n; j = j + 1) begin
            and(out[31-j], a[31], aorl);
        end
    end
endmodule
==> flow/run.sh <==
#!/bin/bash
# OpenROAD 26Q1-2900-gdf79404cd8, Yosys 0.63+post, stock flow scripts
make -C /OpenROAD-flow-scripts/flow DESIGN_CONFIG=/design/flow/config.mk WORK_HOME=/design/flow/orfs finish
==> flow/config.mk <==
export PLATFORM = sky130hd
export DESIGN_NAME = rightshiftb
export DESIGN_NICKNAME = rightshiftb
export VERILOG_FILES = /design/flow/design.v
export SDC_FILE = /design/flow/constraint.sdc
export NUM_CORES = 4
export LEC_CHECK = 1
export CORE_UTILIZATION = 40
==> flow/constraint.sdc <==
current_design rightshiftb

set clk_period 13.6
set clk_io_pct 0.2

create_clock -name clk0 -period $clk_period

set non_clock_inputs [all_inputs -no_clocks]
set_input_delay [expr $clk_period * $clk_io_pct] -clock clk0 $non_clock_inputs
set_output_delay [expr $clk_period * $clk_io_pct] -clock clk0 [all_outputs]
==> results.yml <==
# generated from flow reports
timing:
  slew_headroom_pct: 45.0
  setup_tns_ps: 0
  whs_ps: 6560
  min_period_ps: 8910
  finalCritPeriodShare_pct: 65.6
  setup_viol: 0
  maxSlewViolCount: 0
  worst_pin_slew_ps: 826
  finalHoldViolCount: 0
  max_freq_mhz: 112
  setup_slack_ps: 4690
  rsz0062_at_grt: "no"
power_and_ir_drop:
  p_sw_mw: 0.113
  p_int_mw: 0.0971
  power.density_nw_per_um2: 44.5
  swShare_pct: 53.7
  pwr-share-clk_pct: 0
  power_mw: 0.210
  seq_power_share_pct: 0
  ir_worst_vdd_mv: 0.0220
  power_frac_comb_pct: 100.0
  p_leak_nw: 1.80
grt:
  grt_pass1_wl_um: 25800
  antenna_found_initial: 0
  grt_usage_pct: 30.8
  grt_pass1_vias: 4393
  grt-ovfl-total: 0
  grt_max_degree: 67
critical_path:
  worstSetupStartpoint: "b[0]"
  cp_common_cell: "buf_4"
  cp-endpoint: "out[4]"
  start_kind: "input port"
  worstPathCellList: "buf_4 -> buf_4 -> xnor2_4 -> buf_4 -> mux4_2 -> a21oi_2 -> a2bb2oi_2 -> nor2_1 -> or3_1 -> clkdlybuf4s50_1"
  slowest_delay_ps: 640
  worstPathArrival_ps: 6190
  setup.worst_path.class: "input port to output pin"
  cp.required_ps: 10880
  endpoint_kind: "output pin"
  crit_fanout: 49
  cpMaxStageDelayCell: "buf_4"
cells_and_area:
  drive_gt1_share_pct: 12.4
  nClkBuffers: 0
  seq_area_um2: 0
  area_growth_pct: 12.3
  final_core_utilization_pct: 46.1
  stdcell_count: 709
  postLayoutCellArea_um2: 4710
  flops: 0
  logic_area_um2: 3740
  fillerInstances: 1029
clocking:
  cts_setup_buffers: 0
  cts-hold-fix-buffers: 0
  ctsResizeCount: 0
synthesis:
  topCellsByArea: "mux4_2, mux2i_1, nand2_1, nor2_1, o21ai_0"
  synthSimpleGateAreaFrac_pct: 21.5
  netlist_area_um2: 4200
  top_cells_by_count: "nand2_1, mux2i_1, nor2_1"
  ys.warnings.count: 31
  synthCells: 555
  ys_cells: 555
  logic_family: "multiplexers"
  synth.distinct_cells: 72
  ys_sh_xor_pct: 1.07
  top_area_cell: "mux4_2"
  ys_sh_aoi_pct: 30.0
  top_cell: "nand2_1"
  avgSynthCellArea_um2: 7.56
  ys_seq_share_pct: 0
  mux_share_pct: 36.6
  synthAdderAreaFrac_pct: 0
  top_cell_area_share_pct: 16.6
  ys_chip_area_um2: 4200
route:
  top_layer_used: "met5"
  drt_first_pass_iters: 4
  drc: 0
  ant_nets: 0
  num_vias: 4717
  wl_met3_um: 1400
  met2_length_um: 7410
  drt_iter0_drc: 332
  drt-met1-wl_um: 7260
  wire_per_inst_um: 23.1
  vias_per_cell: 6.65
  antenna_cells: 0
  wirelength_um: 16400
placed_design:
  port_buffers: 70
  dp.final_hpwl_um: 12100
  dp_slack_ps: 4710
  place_congestion: 0.953
  placed_area_um2: 4710
  dpl.cell_count: 709
floorplan:
  fp_util_pct: 41.0
  chipArea_um2: 10900
  rows: 37
  coreArea_um2: 10200
  die_y_um: 104
  die_w_um: 104
  pin_count: 70
job:
  drv_cap: 0
  warnings: 32
min_path:
  hp-class: "input port to output pin"
outcome:
  outcome: "complete, no violations"
-- critical path: cells and delay by family --
family	cells	cell delay, ps
buffers and inverters	4	1840
multiplexers	1	640
AND/OR/NAND/NOR	2	420
AND-OR/OR-AND	2	360
XOR/XNOR	1	170
-- power groups by stage --
stage / Sequential, mW / Combinational (mW) / Clock (mW)
after CTS: 0 / 0.207 / 0
after global routing: 0 / 0.226 / 0
final: 0 / 0.210 / 0
-- cells in the final DEF, fill, tap and decap left out, types with 4 or more instances in the layout --
cell	instances
a221oi_1	17
nor3_1	5
inv_1	6
o21ai_0	31
o31ai_1	4
a22oi_1	7
clkdlybuf4s50_1	66
buf_4	13
or2_2	6
o2111ai_1	4
nor2b_1	5
mux2_2	11
or3_1	4
nand2b_1	14
mux2i_1	67
o221ai_1	7
nand3_1	21
a31oi_1	6
a211oi_1	9
nand2_1	70
a22o_1	5
o22ai_1	8
and2_1	5
o211ai_1	10
nor2_1	48
mux4_2	31
a21oi_1	25
-- routing by layer --
metal  vias up  global-route usage (%)
met5         -                    3.33
met4         2                    3.88
met3        20                    6.01
met2       216                    47.1
met1      2262                    46.3
li1       2217                       -
-- layout make-up --
class	count	share of cell area, %
inverter	8	0.637
multi-input combinational	483	79.3
tap	136	3.61
timing repair buffer	82	16.4
-- worst min-delay path by stage --
stage,from,endpoint,slack [ps],cells after the start
finish,aorl,out[3],6560,6
CTS,aorl,out[3],6560,6
global route,aorl,out[11],6630,6
-- cell families (layout without fill, tap and decap cells) --
logic type | count (synthesis) | after routing
compound gates | 175 | 175
xor+xnor | 3 | 3
mux | 111 | 111
simple gates | 194 | 194
buf+inv | 72 | 90
Power is estimated from default activity; no workload was simulated.
