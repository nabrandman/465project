==> ./design.v <==
module adder ( input    a,       
               input    b,       
               input    cin,     
               output   s,       
               output   cout);   
    xor(x, a,b);     
    and(y, x,cin);  
    and(z, a,b);
    xor(s, x,cin);
    or(cout, y,z);
endmodule
module cbadder (input [3:0]a, input [3:0]b, input cin, output [3:0]sum, output cout);
wire [3:0]p;
wire [3:0]carry;
wire ctrl;
genvar i;
for (i = 0; i < 4; i = i + 1) begin
    xor(p[i], a[i],b[i]);
end
adder add0 (.a (a[0]), .b (b[0]), .cin (cin), .s (sum[0]), .cout (carry[0]));
adder add1 (.a (a[1]), .b (b[1]), .cin (carry[0]), .s (sum[1]), .cout (carry[1]));
adder add2 (.a (a[2]), .b (b[2]), .cin (carry[1]), .s (sum[2]), .cout (carry[2]));
adder add3 (.a (a[3]), .b (b[3]), .cin (carry[2]), .s (sum[3]), .cout (carry[3]));
and(ctrl, p[0],p[1],p[2],p[3]);
assign cout = ctrl ? cin : carry[3];
endmodule
module cbadder32 (input [31:0]a, input [31:0]b, input cin, output [31:0]sum, output cout);
wire [6:0]carryblock;
genvar i;
cbadder block1 (.a (a[3:0]), .b (b[3:0]), .cin (cin), .sum (sum[3:0]), .cout (carryblock[0]));
generate
    for (i = 1; i < 7; i = i + 1) begin
        cbadder blockn (.a (a[i*4 + 3:i*4]), .b (b[i*4 + 3:i*4]), .cin (carryblock[i-1]), .sum (sum[i*4 + 3:i*4]), .cout (carryblock[i]));
    end
endgenerate
cbadder block8 (.a (a[31:28]), .b (b[31:28]), .cin (carryblock[6]), .sum (sum[31:28]), .cout (cout));
endmodule
==> ./run.sh <==
#!/bin/bash
# OpenROAD 26Q1-2900-gdf79404cd8, Yosys 0.63+post, stock flow scripts
make -C /OpenROAD-flow-scripts/flow DESIGN_CONFIG=/design/flow/config.mk WORK_HOME=/design/flow/orfs finish
==> ./config.mk <==
export PLATFORM = sky130hd
export DESIGN_NAME = cbadder32
export DESIGN_NICKNAME = cbadder32
export VERILOG_FILES = /design/flow/design.v
export SDC_FILE = /design/flow/constraint.sdc
export NUM_CORES = 4
export LEC_CHECK = 1
export CORE_AREA = 10 10 104 104
export DIE_AREA = 0 0 114 114
==> ./constraint.sdc <==
current_design cbadder32

set clk_period 41.6
set clk_io_pct 0.2

create_clock -name clk0 -period $clk_period

set non_clock_inputs [all_inputs -no_clocks]
set_input_delay [expr $clk_period * $clk_io_pct] -clock clk0 $non_clock_inputs
set_output_delay [expr $clk_period * $clk_io_pct] -clock clk0 [all_outputs]
==> flow report <==
=============================================================================
Placed instance count                                                     309
Via density per instance                                                3.634
Run status                                                       finished, final reports clean
Hold/Removal Path Class                                             in -> out
Initial antenna violation count                                             0
Starting DRT DRC Count                                                      7
CP max stage cell                                                sky130_fd_sc_hd__clkdlybuf4s50_1
Area reported by Yosys stat                                          1501 µm²
# Cells Yosys                                                             135
Via count of the first global-routing pass                               1335
Critical path data arrival time                                      23.54 ns
Maximum ir drop on the vdd rail                                  0.000004808 V
Post-CTS setup repair buffer count                                          0
Layout cells sized above 1                                            0.9950%
Slew of the pin with the lowest slew margin                         0.5600 ns
Final hold violation count                                                  0
First-pass GRT wire length                                           6.679 mm
Worst slack at placement                                             9.550 ns
Clock share of power                                                       0%
Least setup slack across all paths after layout                      9.742 ns
Width of the die                                                       114 µm
Relative contribution of combinational cells to total power            100.0%
Sequential cell count                                                       0
Total global routing track utilization                                 6.291%
CP required                                                          33.28 ns
Synthesized instance count                                                135
Post-synthesis instance area                                         1501 µm²
Crit path max fanout                                                        3
Pin count of the biggest net entering global routing                        4
Tally of non-filler cells in the final layout                             309
Switching part of the total                                            31.26%
Final Wtd Congestion                                                   0.7675
Number of antenna diodes                                                    0
TNS Setup                                                                0 ns
Summed area of non-filler cells in the final layout                  2377 µm²
Distinct cell type count of the synthesized netlist                        18
Ratio of final minimum period to clock period                          76.58%
Net load switching power                                          0.009884 mW
Number of iterations in the first detailed-routing pass                     4
Power per standard cell area                                     13.30 nW/µm²
Layout area overhead                                                   58.33%
Max-slew headroom at the worst pin                                     62.44%
Yosys top cell area share                                              42.67%
Most frequent cells after synthesis                              32 x sky130_fd_sc_hd__buf_4, 32 x sky130_fd_sc_hd__fa_1, 32 x sky130_fd_sc_hd__ha_1
Worst Setup Path Type                                               in -> out
Post-Synthesis Mean Instance Area                                   11.12 µm²
Sequential cell area                                                    0 µm²
Quantity of hold-fixing buffers added after cts                             0
Cell repeated most along the worst path                          sky130_fd_sc_hd__fa_1
Top area cells in the synthesized netlist                        sky130_fd_sc_hd__fa_1 43%, sky130_fd_sc_hd__ha_1 27%, sky130_fd_sc_hd__buf_4 16%
Count of buffers inserted at the top-level ports                           98
Max-slew violations                                                         0
Detailed-route DRC error count                                              0
Number of clock buffers in the layout                                       0
Y dimension of the die                                                 114 µm
Initial standard-cell utilization of the core                          17.30%
Portion of the post-synthesis area used by sequential elements             0%
Internal                                                           0.02173 mW
Highest cell delay on the worst timing path                           0.46 ns
Warning total across the stage logs                                        64
Final setup violating endpoints                                             0
Chip area                                                           13000 µm²
Maximum operating frequency                                       0.03139 GHz
Routed WL per cell                                                   13.51 µm
Worst setup EP type                                               output port
Placed Instance Area                                                 2377 µm²
Number of gates given a new drive strength after cts                        0
Leading area contributor after synthesis                         sky130_fd_sc_hd__fa_1
Via total after detailed routing                                         1123
Nature of the critical path startpoint                             input port
Ports placed on the boundary                                               98
Detail Placement HPWL                                                4.095 mm
Unrepaired setup endpoints after global routing                            no
Number of warning messages in the yosys log                                 3
Leakage power total                                                 0.9840 nW
Floorplan Core Area                                                  8678 µm²
Antenna Nets Post-Route                                                     0
Final Critical Period                                                31.86 ns
Detailed-route wire length                                           4.175 mm
Reg power frac                                                             0%
Max-cap violations                                                          0
Final Hold Slack                                                     17.74 ns
GRT overflow                                                                0
Number of rows in the core area                                            34
=============================================================================
cell families after synthesis:
group	share of synthesized area (%)
adder cells (fa/ha/maj)	69.33
AND/OR/NAND/NOR	7.000
buffers and inverters	18.50
multiplexers	2.167
AND-OR/OR-AND	3.000
path summary, 6_finish.rpt:
path | slack [ns] | start | cells past startpoint | end
worst max-delay path | 9.74 | a[0] | 51 | sum[31]
worst min-delay path | 17.74 | b[31] | 5 | sum[31]
critical path: cells and delay by family:
family | cells | cell delay (ns)
fa+ha+maj | 32 | 12.16
simple gates | 6 | 0.74
buf+inv | 7 | 1.25
compound gates | 4 | 0.55
mux | 2 | 0.52
metrics by stage:
stage               power, mW  utilization, %
floorplan             0.01623               -
global placement      0.03288           27.39
detailed placement    0.03285           27.39
CTS                   0.03316           27.39
global route          0.03630           27.39
finish                0.03162           27.39
per-layer routing:
metal	vias to the layer above	track usage (%)	part of all wire [%]	wire length, µm
li1	527	-	-	-
met1	535	7.316	36	1518
met2	61	10.36	47	1954
met3	0	3.828	17	702
met4	0	0	0	0
met5	-	0	0	0
power groups by stage:
| stage | registers (mW) | logic (mW) | clock network, mW |
|---|---|---|---|
| global route | 0 | 0.0363 | 0 |
| CTS | 0 | 0.0332 | 0 |
| finish | 0 | 0.0316 | 0 |
cell usage in the layout, fill, tap and decap left out:
cell type,count
sky130_fd_sc_hd__mux2i_1,1
sky130_fd_sc_hd__ha_1,32
sky130_fd_sc_hd__a211oi_1,1
sky130_fd_sc_hd__nand2_1,4
sky130_fd_sc_hd__o221ai_1,1
sky130_fd_sc_hd__fa_1,32
sky130_fd_sc_hd__a21oi_1,3
sky130_fd_sc_hd__o21ai_0,1
sky130_fd_sc_hd__nor2_1,3
sky130_fd_sc_hd__inv_1,10
sky130_fd_sc_hd__nor3_1,1
sky130_fd_sc_hd__nor2b_1,1
sky130_fd_sc_hd__and4_1,2
sky130_fd_sc_hd__clkdlybuf4s50_1,98
sky130_fd_sc_hd__mux2_2,2
sky130_fd_sc_hd__nand2b_1,2
sky130_fd_sc_hd__nand4_1,6
sky130_fd_sc_hd__o22a_1,1
area by class of cell:
| class | count | area (µm²) |
|---|---|---|
| Timing Repair Buffer | 98 | 980.9 |
| Multi-Input combinational cell | 93 | 1224 |
| Fill cell | 927 | 6301 |
| Inverter | 10 | 37.54 |
| Tap cell | 108 | 135.1 |
No activity file was given, so power comes from the tool's default toggle rates.
